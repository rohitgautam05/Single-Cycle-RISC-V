## design.v

```verilog
`timescale 1ns / 1ps
module ALU_PCTarget(
    input [31:0] PC,
    input [31:0] ImmExt,
    output reg [31:0] PCTarget
    );
    always@(*)
    PCTarget = PC + ImmExt;
endmodule
```

## run.sh

```bash
#!/bin/bash
# OpenROAD 26Q1-2900-gdf79404cd8, Yosys 0.63+post, stock flow scripts
make -C /OpenROAD-flow-scripts/flow DESIGN_CONFIG=/design/flow/config.mk WORK_HOME=/design/flow/orfs finish
```

## config.mk

```make
export PLATFORM = sky130hd
export DESIGN_NAME = ALU_PCTarget
export DESIGN_NICKNAME = ALU_PCTarget
export VERILOG_FILES = /design/flow/design.v
export SDC_FILE = /design/flow/constraint.sdc
export NUM_CORES = 4
export LEC_CHECK = 1
export CORE_AREA = 10 10 85 85
export DIE_AREA = 0 0 95 95
```

## constraint.sdc

```tcl
current_design ALU_PCTarget

set clk_period 24.1
set clk_io_pct 0.2

create_clock -name clk0 -period $clk_period

set non_clock_inputs [all_inputs -no_clocks]
set_input_delay [expr $clk_period * $clk_io_pct] -clock clk0 $non_clock_inputs
set_output_delay [expr $clk_period * $clk_io_pct] -clock clk0 [all_outputs]
```

==> results.py <==
# Flow results
metrics = {
    "status": {
        "outcome": "finished, final reports clean",
    },
    "floorplan": {
        "fp-row-count": 27,
        "die-area_sq_um": 9030,
        "coreArea_sq_um": 5470,
        "fp_util_pct": 31.9,
        "io_pins": 96,
        "dieHeight_microns": 95,
        "die_x_microns": 95,
    },
    "power_and_ir_drop": {
        "vdd_drop_max_uv": 14.0,
        "switching_share_pct": 39.5,
        "p_int_uw": 48.3,
        "p_per_area_nw_per_um2": 29.0,
        "p_comb_share_pct": 100.0,
        "p_seq_share_pct": 0,
        "p_switching_uw": 31.6,
        "p_leak_nw": 1.18,
        "p_clk_share_pct": 0,
    },
    "synthesis": {
        "ys_cells": 241,
        "synth_cells": 241,
        "yosys_warnings": 1,
        "yosys-stat-area_sq_um": 1740,
        "synth.avg_cell_area_sq_um": 7.24,
        "synth_cell_types": 50,
        "syn-cell-area_sq_um": 1740,
        "postSynthSeqShare_pct": 0,
    },
    "worst_setup_path": {
        "crit_family": "AND-OR/OR-AND gates",
        "cp_common_cell": "clkdlybuf4s50_1",
        "cp.arrival_ns": 7.78,
        "crit_path_end_kind": "primary output",
        "cp_max_fo": 4,
        "critical_path_buf_inv_count": 2,
        "cp_slowest_cell": "clkdlybuf4s50_1",
        "cp_cell_sequence": "clkdlybuf4s50_1 -> ha_1 -> fa_1 -> a21o_1 -> a31o_2 -> nand3_1 -> o221ai_1 -> a311oi_1 -> o21bai_1 -> xor2_1 -> clkdlybuf4s50_1",
        "cpPeakStageDelay_ns": 0.50,
        "setup.worst_path.start_class": "input pin",
        "crit_required_ns": 19.28,
        "critPathKind": "in -> out",
        "path_depth": 11,
    },
    "timing": {
        "fin_ws_ns": 11.50,
        "report.final.hold_viol_count": 0,
        "final_max_slew_viol_count": 0,
        "max_freq_mhz": 79.4,
        "setup_tns_ns": 0,
        "setup_violations": 0,
        "period_minus_slack_ns": 12.60,
        "slew_headroom_pct": 61.6,
        "rsz0062_at_grt": "false",
        "tightest_slew_ns": 0.561,
        "finalCritPeriodShare_pct": 52.3,
    },
    "cells_and_area": {
        "clkbuf_count": 0,
        "area_growth_pct": 57.7,
        "mostFrequentLayoutCells": "96 x clkdlybuf4s50_1, 31 x ha_1, 29 x a21oi_1",
        "lay_top_count": "clkdlybuf4s50_1",
        "design.seq.count": 0,
        "drive_above_1_share_pct": 3.07,
        "ff_latch_area_sq_um": 0,
        "utilization_pct": 50.3,
    },
    "flow_run": {
        "max-cap-violations": 0,
        "warnings": 32,
    },
    "routing": {
        "wl_per_cell_microns": 14.5,
        "dr.pass1.iters": 4,
        "antenna_left": 0,
        "vias_per_cell": 5.20,
        "num_vias": 2069,
        "num_antenna_cells": 0,
        "drc": 0,
        "drtIter0Drc": 47,
        "routed_wl_microns": 5760,
    },
    "min_path": {
        "hold_depth": 3,
        "hold_start": "ImmExt[0]",
        "min_to": "PCTarget[0]",
        "hold_path_class": "in -> out",
    },
    "grt": {
        "antenna_found_initial": 0,
        "grt-ovfl-total": 0,
        "first_global_vias": 1985,
        "grt_max_degree": 11,
        "grt.total_usage_pct": 12.3,
        "grt_pass1_wl_microns": 9420,
    },
    "place": {
        "io_buffers": 96,
        "place_ws_ns": 11.51,
        "gp_congestion": 0.882,
        "hpwl_microns": 5090,
    },
    "clocking": {
        "cts_resized": 0,
        "postCtsSetupBuffers": 0,
        "cts-hold-fix-buffers": 0,
    },
}
layout make-up:
cell class / count / area (sq um)
tap: 72 / 90.1
multi-input combinational: 224 / 1680
fill: 562 / 2720
inverter: 6 / 22.5
timing repair buffer: 96 / 961
cell families after synthesis:
| logic type | synth area share (%) |
|---|---|
| AND-OR/OR-AND | 39.3 |
| buffers and inverters | 3.80 |
| multiplexers | 1.15 |
| AND/OR/NAND/NOR | 18.3 |
| adder cells (fa/ha/maj) | 23.4 |
| XOR/XNOR | 14.1 |
routing by layer:
metal / share of wire, % / GRT usage, % / up-vias
met1: 48 / 16.9 / 910
met5: 0 / 0 / -
met4: 0.59 / 0.748 / 0
met2: 43 / 20.1 / 62
li1: - / - / 1093
met3: 8.0 / 2.64 / 4
cell usage after synthesis (all sizes together), types with 4 or more instances:
library cell / number / area share [%]
a21o: 19 / 8.2
a21oi: 29 / 8.3
clkbuf: 8 / 1.7
ha: 31 / 22
inv: 6 / 1.3
nand2: 18 / 3.9
nand3: 10 / 2.9
nand4: 8 / 2.9
nor2: 12 / 2.6
nor3: 4 / 1.1
o21ai: 15 / 4.5
o21bai: 5 / 2.8
xnor2: 13 / 6.5
xor2: 15 / 7.5
metrics by stage:
step	cells	total power, mW	instance area (sq um)	hold slack, ns
global placement	398	0.0810	2750	10.69
finish	398	0.0798	2750	10.67
floorplan	241	0.0385	1740	9.71
CTS	398	0.0813	2750	10.68
global route	398	0.0888	2750	10.69
detailed placement	398	0.0806	2750	10.68
power by group through the flow:
| stage | registers [mW] | logic (mW) | clock network [mW] |
|---|---|---|---|
| 5_1_grt | 0 | 0.0888 | 0 |
| 6_report | 0 | 0.0798 | 0 |
| 4_1_cts | 0 | 0.0813 | 0 |
worst max-delay path by stage:
stage	startpoint	end	slack, ns
after CTS	PC[0]	PCTarget[26]	11.50
after global routing	PC[0]	PCTarget[26]	11.24
final	PC[0]	PCTarget[26]	11.50
Power and IR drop assume default switching activity.
