==> ./design.v <==
`timescale 1ns / 1ps
module Register(
    input clk,
    input reset,
    input WE3,
    input [4:0] A1,
    input [4:0] A2,
    input [4:0] A3,
    input [31:0] WD3,
    output [31:0] RD1,
    output [31:0] RD2
    );
integer i;   
reg [31:0] Registers [31:0];
always @(posedge clk or posedge reset) begin
    if(reset)begin
        for (i=0; i<32; i = i+1)begin
            Registers[i] <= 32'b00;
        end
    end
    else if (WE3) begin
            Registers [A3] <= WD3;
    end       
end  
assign RD1 = Registers [A1];
assign RD2 = Registers [A2];
endmodule
==> ./run.sh <==
#!/bin/bash
# OpenROAD 26Q1-2900-gdf79404cd8, Yosys 0.63+post, stock flow scripts
make -C /OpenROAD-flow-scripts/flow DESIGN_CONFIG=/design/flow/config.mk WORK_HOME=/design/flow/orfs finish
==> ./config.mk <==
export PLATFORM = sky130hd
export DESIGN_NAME = Register
export DESIGN_NICKNAME = Register
export VERILOG_FILES = /design/flow/design.v
export SDC_FILE = /design/flow/constraint.sdc
export NUM_CORES = 4
export LEC_CHECK = 1
export CORE_UTILIZATION = 50
==> ./constraint.sdc <==
current_design Register

set clk_period 12.7
set clk_io_pct 0.2

create_clock -name clk0 -period $clk_period [get_ports {clk}]

set non_clock_inputs [all_inputs -no_clocks]
set_input_delay [expr $clk_period * $clk_io_pct] -clock clk0 $non_clock_inputs
set_output_delay [expr $clk_period * $clk_io_pct] -clock clk0 [all_outputs]
==> flow_summary.html <==
<!-- implementation run metrics -->
<table>
<tr><th>Metric</th><th>Value</th></tr>
<tr><th colspan="2">Drt</th></tr>
<tr><td>DR pass1 iterations</td><td>13</td></tr>
<tr><td>Met1 layer wirelength in the final routing</td><td>90050 µm</td></tr>
<tr><td>Total wirelength of the detailed-routed design</td><td>265700 µm</td></tr>
<tr><td>Detailed-route via count</td><td>45670</td></tr>
<tr><td>Wire length per cell</td><td>45.25 µm</td></tr>
<tr><td>Count of routing violations after the opening detailed-route iteration</td><td>6987</td></tr>
<tr><td>Number of remaining DRC errors</td><td>0</td></tr>
<tr><td>Metal2 WL</td><td>102000 µm</td></tr>
<tr><td>Post-detailed-route count of antenna-violating nets</td><td>0</td></tr>
<tr><td>Top layer used by detailed routing</td><td>met5</td></tr>
<tr><td>Detailed-routed wire length on met3</td><td>48500 µm</td></tr>
<tr><td>DR vias/cell</td><td>7.777</td></tr>
<tr><th colspan="2">Power and ir drop</th></tr>
<tr><td>P per Cell Area</td><td>157.5 nW/µm²</td></tr>
<tr><td>Leakage</td><td>25.33 nW</td></tr>
<tr><td>Maximum ir drop on the vdd rail</td><td>0.1228 mV</td></tr>
<tr><td>Overall power of the completed layout</td><td>9.191 mW</td></tr>
<tr><th colspan="2">STA</th></tr>
<tr><td>Time the worst path needs with I/O delays and setup</td><td>10070 ps</td></tr>
<tr><td>Post-route clock skew</td><td>0 ps</td></tr>
<tr><td>Worst max-slew margin expressed relative to the limit</td><td>10.58%</td></tr>
<tr><td>Final Hold Fails</td><td>0</td></tr>
<tr><td>Setup violators final</td><td>0</td></tr>
<tr><td>Fmax</td><td>99.31 MHz</td></tr>
<tr><td>Worst hold slack across all endpoints</td><td>524.3 ps</td></tr>
<tr><td>RSZ-0062 raised after global routing</td><td>false</td></tr>
<tr><td>Post-route worst setup slack</td><td>2630 ps</td></tr>
<tr><td>Worst-margin pin slew</td><td>1339 ps</td></tr>
<tr><td>Crit share post-route</td><td>79.29%</td></tr>
<tr><td>Count of pins over their slew limit</td><td>0</td></tr>
<tr><td>Final-layout setup total negative slack</td><td>0 ps</td></tr>
<tr><th colspan="2">Yosys</th></tr>
<tr><td>Mean Syn Cell Area</td><td>11.68 µm²</td></tr>
<tr><td>Post-synth top cells</td><td>sky130_fd_sc_hd__mux2_2 (1031), sky130_fd_sc_hd__dfrtp_1 (1024), sky130_fd_sc_hd__a22oi_1 (756)</td></tr>
<tr><td>Top-area cell type share of the netlist area</td><td>49.90%</td></tr>
<tr><td>Top post-synthesis cells by area</td><td>sky130_fd_sc_hd__dfrtp_1 (50%), sky130_fd_sc_hd__mux2_2 (23%), sky130_fd_sc_hd__a22oi_1 (11%), sky130_fd_sc_hd__clkbuf_1 (1.9%), sky130_fd_sc_hd__nand2_1 (1.8%)</td></tr>
<tr><td>Post-synthesis async set-or-reset flop share</td><td>100.0%</td></tr>
<tr><td>Cell type with the highest aggregate area in the netlist</td><td>sky130_fd_sc_hd__dfrtp_1</td></tr>
<tr><td>Prevailing post-synth register cell</td><td>sky130_fd_sc_hd__dfrtp_1</td></tr>
<tr><td>Chip Area, Yosys</td><td>51350 µm²</td></tr>
<tr><td>Sequential fraction of the synthesis area</td><td>49.90%</td></tr>
<tr><td>Cell total in the yosys stat output</td><td>4395</td></tr>
<tr><td>Synth Instances</td><td>4395</td></tr>
<tr><td>Mapped cell area</td><td>51350 µm²</td></tr>
<tr><td>Most popular library cell in the synthesized design by count</td><td>sky130_fd_sc_hd__mux2_2</td></tr>
<tr><td>Post-synthesis cell type count</td><td>63</td></tr>
<tr><td>Flops &amp; latches, synth</td><td>1024</td></tr>
<tr><td>Number of enable flip-flop cells</td><td>0</td></tr>
<tr><td>Syn. warnings</td><td>2</td></tr>
<tr><th colspan="2">Layout</th></tr>
<tr><td>Ratio of cells with drive above 1 in the final layout</td><td>34.11%</td></tr>
<tr><td>Largest regs</td><td>Registers x1024</td></tr>
<tr><td>Synth-to-Final Area Change</td><td>13.63%</td></tr>
<tr><td>Non-filler cells in the finished layout</td><td>5873</td></tr>
<tr><td>Register ranked first by flip-flop count</td><td>Registers</td></tr>
<tr><td>Flip-flop count of the largest register, all copies and words added</td><td>1024</td></tr>
<tr><th colspan="2">Global routing</th></tr>
<tr><td>Maximum number of pins on one net before global-route repair</td><td>126</td></tr>
<tr><td>Via count of the first global-routing pass</td><td>44000</td></tr>
<tr><td>Number of antenna violations at the first check in global routing</td><td>12</td></tr>
<tr><td>Wire length of the first global-routing pass</td><td>361400 µm</td></tr>
<tr><td>Leftover overflow at the end of global routing</td><td>0</td></tr>
<tr><td>GR Util All Layers</td><td>53.79%</td></tr>
<tr><th colspan="2">Critical path</th></tr>
<tr><td>Crit path kind</td><td>in -&gt; out</td></tr>
<tr><td>RR Startpoint</td><td>Registers[23][18]</td></tr>
<tr><td>Reg-to-reg critical path endpoint</td><td>Registers[23][18]</td></tr>
<tr><td>Crit path capture type</td><td>output port</td></tr>
<tr><td>CP max FO</td><td>41</td></tr>
<tr><td>CP arrival</td><td>7530 ps</td></tr>
<tr><td>Worst Path Required</td><td>10160 ps</td></tr>
<tr><td>R2R depth</td><td>1</td></tr>
<tr><td>Flop-to-flop setup slack</td><td>11760 ps</td></tr>
<tr><td>Startpoint type of the worst setup path</td><td>input pin</td></tr>
<tr><th colspan="2">Placement</th></tr>
<tr><td>Number of port buffers</td><td>113</td></tr>
<tr><td>DPL Wire Length</td><td>160500 µm</td></tr>
<tr><td>Final Wtd Congestion</td><td>1.109</td></tr>
<tr><td>Placed insts</td><td>5658</td></tr>
<tr><td>DP Worst Slack</td><td>3216 ps</td></tr>
<tr><th colspan="2">Min path</th></tr>
<tr><td>Hold depth</td><td>1</td></tr>
<tr><td>Worst Hold Path EP</td><td>Registers[24][26]</td></tr>
<tr><td>Min-Delay Path Class</td><td>reg -&gt; reg</td></tr>
<tr><td>Startpoint of the most critical hold path</td><td>Registers[24][26]</td></tr>
<tr><th colspan="2">Clocking</th></tr>
<tr><td>Clock latency on the worst-skew pair</td><td>720 ps</td></tr>
<tr><td>TritonCTS clock tree</td><td>built</td></tr>
<tr><td>Worst-path clk slew</td><td>60 ps</td></tr>
<tr><td>Clock Sink Count</td><td>1024</td></tr>
<tr><td>Root buffer selected by CTS</td><td>sky130_fd_sc_hd__clkbuf_16</td></tr>
<tr><td>Total setup buffers inserted after CTS</td><td>0</td></tr>
<tr><td>Maximum count of clock buffers along a single path</td><td>3</td></tr>
<tr><td>H-tree depth reported by CTS</td><td>3</td></tr>
<tr><td>Count of instances resized after the clock tree is built</td><td>0</td></tr>
<tr><td>Number of buffers created by CTS</td><td>109</td></tr>
<tr><td>CTS Hold Bufs</td><td>0</td></tr>
<tr><th colspan="2">Run</th></tr>
<tr><td>Number of max-cap violations</td><td>0</td></tr>
<tr><td>Warning total across the stage logs</td><td>43</td></tr>
<tr><th colspan="2">Floorplanning</th></tr>
<tr><td>Number of ports placed on the die boundary</td><td>114</td></tr>
<tr><td>Die Area</td><td>104000 µm²</td></tr>
<tr><td>Horiz. Die Dim</td><td>322.5 µm</td></tr>
<tr><td>CORE AREA</td><td>101700 µm²</td></tr>
<tr><td>Vertical extent of the die</td><td>322.5 µm</td></tr>
<tr><td>Starting density of the core</td><td>50.47%</td></tr>
<tr><td>Number of core rows</td><td>117</td></tr>
<tr><th colspan="2">Outcome</th></tr>
<tr><td>Outcome</td><td>finished, final reports clean</td></tr>
</table>
## worst max-delay path by stage
| stage | from | cells past startpoint | slack [ps] | end |
|---|---|---|---|---|
| 6_report | A2[1] | 10 | 2630 | RD2[24] |
| 4_1_cts | A2[1] | 10 | 3240 | RD2[24] |
| 5_1_grt | A2[1] | 10 | 2970 | RD2[24] |
## where the power goes
part           switching, mW  internal, mW
Sequential             0.669          3.90
Clock                   1.41          1.87
Combinational          0.640         0.708
Total                   2.72          6.47
## layout make-up
| cell class | count | area (µm²) |
|---|---|---|
| Clock inverter | 36 | 355.3 |
| Inverter | 7 | 30.03 |
| Multi-Input combinational cell | 2934 | 24580 |
| Antenna cell | 17 | 42.54 |
| Clock buffer | 162 | 3262 |
| Tap cell | 1368 | 1712 |
| Timing Repair Buffer | 325 | 2745 |
| Fill cell | 8403 | 43390 |
| Sequential cell | 1024 | 25620 |
## cell families (layout without fill, tap and decap cells)
logic type / after synthesis / after routing / share of synthesized area [%]
AOI/OAI and AO/OA: 1074 / 1074 / 15.62
buffers and inverters: 437 / 530 / 3.492
DFF: 1024 / 1024 / 49.90
muxes: 1084 / 1084 / 23.68
other: 0 / 17 / 0
and+or+nand+nor: 776 / 776 / 7.312
## layer usage
layer,up-vias,GRT usage [%]
met4,28,34.01
met2,4531,67.63
met1,22620,66.68
met3,1637,37.79
met5,-,2.917
li1,16860,-
## cell usage in the layout (no fill, tap or decap), drive strengths merged, types with 23 or more instances in the layout
| cell | instances |
|---|---|
| a21oi | 84 |
| a22o | 43 |
| a32oi | 24 |
| mux2 | 1036 |
| clkbuf | 162 |
| nand2 | 240 |
| a221oi | 30 |
| mux2i | 47 |
| nor2 | 177 |
| nor3 | 73 |
| clkdlybuf4s50 | 107 |
| o21ai | 25 |
| nand3 | 54 |
| clkinv | 23 |
| nand4 | 90 |
| a31oi | 24 |
| buf | 218 |
| dfrtp | 1024 |
| a22oi | 756 |
| nor4 | 36 |
## worst max-delay path, stage by stage
cell                              delay (ps)
sky130_fd_sc_hd__buf_4                   490
sky130_fd_sc_hd__buf_4                   600
sky130_fd_sc_hd__nand3b_1                680
sky130_fd_sc_hd__nor2_4                 1150
sky130_fd_sc_hd__buf_4                   560
sky130_fd_sc_hd__a22oi_1                 160
sky130_fd_sc_hd__nand4_1                 180
sky130_fd_sc_hd__nor4_1                   90
sky130_fd_sc_hd__a21oi_1                 450
sky130_fd_sc_hd__clkdlybuf4s50_1         570
## stage by stage
stage / util, % / cell area [µm²]
3_3_place_gp: 53.75 / 54690
5_1_grt: 57.31 / 58300
6_report: 57.35 / 58350
4_1_cts: 57.31 / 58300
2_1_floorplan: - / 51350
3_5_place_dp: 53.75 / 54690
Power and IR drop assume default switching activity.
