[flow/config.mk]
export PLATFORM = sky130hd
export DESIGN_NAME = Immediate_generator
export DESIGN_NICKNAME = Immediate_generator
export VERILOG_FILES = /design/flow/design.v
export SDC_FILE = /design/flow/constraint.sdc
export NUM_CORES = 4
export LEC_CHECK = 1
export CORE_AREA = 10 10 70 70
export DIE_AREA = 0 0 80 80
[flow/constraint.sdc]
current_design Immediate_generator

set clk_period 2.2
set clk_io_pct 0.2

create_clock -name clk0 -period $clk_period

set non_clock_inputs [all_inputs -no_clocks]
set_input_delay [expr $clk_period * $clk_io_pct] -clock clk0 $non_clock_inputs
set_output_delay [expr $clk_period * $clk_io_pct] -clock clk0 [all_outputs]
[flow/design.v]
`timescale 1ns / 1ps
module Immediate_generator(
    input [31:0] Instr,
    input [1:0] Imm_Src,
    output reg [31:0]Imm_Ext
    );
always @(*) 
begin    
    case (Imm_Src)
    2'b00: Imm_Ext = {{20{Instr[31]}},Instr[31:20]};  
    2'b01: Imm_Ext = {{20{Instr[31]}}, Instr[31:25], Instr[11:7]};  
    2'b10: Imm_Ext = {{20{Instr[31]}}, Instr[7], Instr[30:25], Instr[11:8],1'b0};  
    2'b11: Imm_Ext = {{12{Instr[31]}}, Instr[19:12], Instr[20],Instr[30:21],1'b0};  
    endcase
end
endmodule
[flow/run.sh]
#!/bin/bash
# OpenROAD 26Q1-2900-gdf79404cd8, Yosys 0.63+post, stock flow scripts
make -C /OpenROAD-flow-scripts/flow DESIGN_CONFIG=/design/flow/config.mk WORK_HOME=/design/flow/orfs finish
==> qor.txt <==
result of the run - finished, final reports clean
share of layout cells above drive strength 1 - 31.1%
unrepaired setup endpoints after global routing - no
floorplan core area - 3420 um^2
switching component of the power - 0.0366 mW
router iterations before antenna repair - 4
summed instance area of the synthesized netlist - 323 um^2
fraction of the core area occupied by cells at floorplan - 9.45%
portion of the post-synthesis area used by sequential elements - 0%
filler instances - 377
largest net degree at the start of global routing - 14
worst slack at placement - -0.232 ns
final weighted congestion in routability-driven placement - 0.798
sequential cell area in the final layout - 0 um^2
Yosys Instances - 39
Final min period - 2.11 ns
Chip Height - 80 um
mean cell area of the mapped netlist - 8.28 um^2
site row count - 21
yosys warning tally - 1
data required time at the worst endpoint - 1.76 ns
clock buffer instance count of the final layout - 0
Synth Instances - 39
tally of OpenROAD warnings - 39
leftover overflow at the end of global routing - 0
relative contribution of the clock network to total power - 0%
CP startpoint kind - primary input
cell area after placement - 748 um^2
final hold violation count - 0
Adder Area Share - 0%
Chip Area, Yosys - 323 um^2
most numerous logic cells after layout - sky130_fd_sc_hd__clkdlybuf4s50_1, sky130_fd_sc_hd__a31o_2, sky130_fd_sc_hd__buf_4
Layout area overhead - 138%
register share of total power - 0%
global-route wire length before repair - 2170 um
leakage power - 0.317 nW
design internal power - 0.117 mW
basic-gate share of the synthesized area counting and, or, nand and nor cells - 2.33%
DP Wirelength - 1310 um
dominant combinational cell family by area after synthesis - buffers and inverters
total power draw - 0.153 mW
areal power density over the cells - 199 nW/um^2
antenna violations before repair - 0
endpoint class of the critical path - primary output
timing-limited maximum frequency - 0.473 GHz
routed vias - 382
1st-iter DRT viols - 3
Design Area, Final - 769 um^2
crit-path max FO - 4
commonest non-fill, non-tap cell in the layout - sky130_fd_sc_hd__clkdlybuf4s50_1
Avg WL per Cell - 12.6 um
switching portion of total power - 23.9%
tightest slew margin relative to the limit - 91.7%
xor+xnor area frac - 5.04%
Complex Gates by Area - 26.7%
Hold WC Path Type - in -> out
multi-input logic area - 190 um^2
IR drop worst, VDD - 0.0393 mV
number of port buffers - 47
Worst EP arrival - 1.67 ns
die outline width - 80 um
max-capacitance violation count - 0
antenna diode count - 0
max-slew violations - 0
DRC violations left - 0
Chip Area - 6400 um^2
total number of sequential cells - 0
number of vias per cell - 3.18
wirelength, routed - 1510 um
setup slack of the critical path after layout - 0.0862 ns
end-of-flow core utilization - 22.5%
Setup violations, final - 0
worst-margin pin slew - 0.121 ns
share of cell area taken by muxes after synthesis - 20.2%
category of the most critical setup path - in -> out
total I/O pin count - 66
vias in the first global route - 385
post-route fraction of the period consumed by the critical path - 96.1%
Post-DRT Antenna Nets - 0
GRT Total Usage - 4.07%
combinational fraction of design power - 100.0%
number of distinct library cell variants in the gate-level netlist after synthesis - 9
==> layout make-up <==
class,count,share of cell area (%)
multi-input combinational,19,24.7
tap,46,7.48
timing repair buffer,55,67.8
==> synth_stat cells <==
cell type	number	area share, %
sky130_fd_sc_hd__xor2_2	1	5.0
sky130_fd_sc_hd__nor2_1	2	2.3
sky130_fd_sc_hd__mux2i_1	2	6.2
sky130_fd_sc_hd__buf_2	1	1.5
sky130_fd_sc_hd__mux2_2	4	14
sky130_fd_sc_hd__a21oi_1	1	1.5
sky130_fd_sc_hd__buf_4	19	44
sky130_fd_sc_hd__a21boi_2	1	3.5
sky130_fd_sc_hd__a31o_2	8	22
==> worst max-delay path, cell delays in order <==
cell and delay, ns:
sky130_fd_sc_hd__clkdlybuf4s15_1 0.22, sky130_fd_sc_hd__xor2_2 0.16, sky130_fd_sc_hd__buf_4 0.16, sky130_fd_sc_hd__mux2_4 0.29, sky130_fd_sc_hd__clkdlybuf4s50_1 0.41
==> worst paths after layout <==
path                  startpoint     endpoint  cells past startpoint  slack (ns)
worst max-delay path  Imm_Src[1]   Imm_Ext[2]                      5        0.09
worst min-delay path   Instr[30]  Imm_Ext[10]                      0        0.88
==> through the flow <==
step                      TNS [ns]  cells  hold WS [ns]
after floorplan                  0     39         0.946
after global placement       -2.64    118         0.880
after detailed placement     -2.71    118         0.880
after CTS                        0    119         0.880
after global routing             0    120         0.880
final                            0    120         0.880
==> power groups by stage <==
stage / sequential [mW] / clock [mW] / combinational (mW)
after CTS: 0 / 0 / 0.148
after global routing: 0 / 0 / 0.165
final: 0 / 0 / 0.153
==> cell families (layout without fill, tap and decap cells) <==
group	Yosys count	count (layout)
multiplexers	6	6
buffers and inverters	20	55
XOR/XNOR	1	1
AND-OR/OR-AND	10	10
AND/OR/NAND/NOR	2	2
==> repair_timing <==
action / CTS / global route
resized: 9 / 7
hold buffers: 0 / 0
pin swaps: 1 / 1
endpoints found under the setup margin: 14 / 5
setup buffers: 1 / 1
==> metal layers <==
layer | routed length, um | track usage, %
met5 | 0 | 0
met1 | 557 | 4.95
met2 | 752 | 7.30
met4 | 0 | 0.176
met3 | 199 | 1.02
No activity file was given, so power comes from the tool's default toggle rates.
